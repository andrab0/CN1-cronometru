==> flow/design.v <==
`timescale 1ns / 1ps
module bin2bcd(BCD1, BCD0, valoare_bin);
input [5:0]valoare_bin;
output [3:0]BCD1, BCD0;
integer i;
reg [7:0]bcd;
always @(valoare_bin)
    begin
        bcd = 0;
        for (i = 0; i < 6; i = i+1)
        begin
            bcd = {bcd[6:0], valoare_bin[5-i]};
            if((i < 5) && (bcd[3:0] > 4))
                bcd[3:0] = bcd[3:0] + 3;
            if(i < 5 && bcd[7:4] > 4)
                bcd[7:4] = bcd[7:4] + 3;
        end
    end
assign BCD0 = bcd[7:4];
assign BCD1 = bcd[3:0];
endmodule
==> flow/run.sh <==
#!/bin/bash
# OpenROAD 26Q1-2900-gdf79404cd8, Yosys 0.63+post, stock flow scripts
make -C /OpenROAD-flow-scripts/flow DESIGN_CONFIG=/design/flow/config.mk WORK_HOME=/design/flow/orfs finish
==> flow/config.mk <==
export PLATFORM = sky130hd
export DESIGN_NAME = bin2bcd
export DESIGN_NICKNAME = bin2bcd
export VERILOG_FILES = /design/flow/design.v
export SDC_FILE = /design/flow/constraint.sdc
export NUM_CORES = 4
export LEC_CHECK = 1
export CORE_AREA = 10 10 70 70
export DIE_AREA = 0 0 80 80
==> flow/constraint.sdc <==
current_design bin2bcd

set clk_period 2.3
set clk_io_pct 0.2

create_clock -name clk0 -period $clk_period

set non_clock_inputs [all_inputs -no_clocks]
set_input_delay [expr $clk_period * $clk_io_pct] -clock clk0 $non_clock_inputs
set_output_delay [expr $clk_period * $clk_io_pct] -clock clk0 [all_outputs]
==> results.py <==
# Auto-generated metrics
metrics = {
    "floorplanning": {
        "fp_util_pct": 10.7,
        "io_pins": 14,
        "die.size.y_um": 80,
        "rows": 21,
        "die-area_um2": 6400,
        "fp.coreArea_um2": 3420,
        "dieWidth_um": 80,
    },
    "final_timing": {
        "setup_slack_ns": -0.447,
        "min_period_ns": 2.75,
        "setup_viol": 5,
        "fin_crit_sh_pct": 119,
        "grt_setup_unrepaired": "yes",
        "finalHoldViolations": 0,
        "max_freq_ghz": 0.364,
        "maxSlewViolCount": 0,
    },
    "global_route": {
        "overflow": 0,
        "grt_pass1_vias": 475,
        "grt_pass1_wl_um": 1930,
        "grt_usage_pct": 3.37,
        "antenna_found_initial": 0,
        "grt_max_degree": 9,
    },
    "route": {
        "wl_um": 1140,
        "wl_per_cell_um": 8.83,
        "drt-pass1-iter-count": 4,
        "n_antenna_cell": 0,
        "drc": 0,
        "vias_per_cell": 3.75,
        "via_count": 484,
        "first_iter_violations": 13,
        "antenna_left": 0,
    },
    "run": {
        "log.warning_count": 39,
        "drv_cap": 0,
    },
    "layout": {
        "fillers": 381,
        "flop_area_um2": 0,
        "seq_cells": 0,
        "num-clock-buffers": 0,
        "drive_gt1_share_pct": 61.4,
        "finalNonFillerCells": 129,
        "areaGrowthSynthToFinish_pct": 125,
    },
    "worst_setup_path": {
        "cp.arrival_ns": 2.29,
        "path_max_fanout": 5,
        "critPathKind": "in -> out",
        "endpoint_kind": "output pin",
        "crit_required_ns": 1.84,
        "crit_path_start_kind": "input port",
    },
    "yosys": {
        "netlist_instances": 53,
        "post-synth-top-area-cell": "ha_1",
        "ys_warn_count": 1,
        "avgSynthCellArea_um2": 6.87,
        "synth_area_um2": 364,
        "area_leaders": "ha_1 (17%), nand2_1 (6.2%), o211ai_1 (6.2%)",
        "yosysChipArea_um2": 364,
        "ys_seq_share_pct": 0,
        "synth.top_cell.area_share_pct": 17.2,
        "synthDistinctLibCells": 28,
        "yosysCellCount": 53,
    },
    "power_and_ir_drop": {
        "p_per_area_nw_per_um2": 249,
        "p_leak_nw": 0.332,
        "vdd_drop_max_mv": 0.0910,
    },
    "place": {
        "pre_cts_slack_ns": -1.23,
        "gp_congestion": 0.874,
        "portBuffers": 11,
        "hpwlAfterDp_um": 878,
        "placed_cells": 124,
    },
    "hold_path": {
        "min_path_type": "in -> out",
    },
    "status": {
        "violations": "negative setup slack",
        "run_status": "finished with violations",
    },
}
final timing paths:
kind,from,to,depth (start not counted)
hold / removal,valoare_bin[0],BCD1[0],0
setup / recovery,valoare_bin[4],BCD0[0],13
area by class of cell:
cell class,instances,area [µm²],share of cell area (%)
repair buffers,33,275,33.5
well taps,46,57.6,7.01
multi-input cells,45,447,54.4
inverters,5,41.3,5.03
cell usage after synthesis, drive strengths merged, types with 2 or more instances:
master / n
a21oi: 2
a31oi: 3
and2: 3
buf: 2
ha: 5
inv: 5
nand2: 6
nand2b: 2
nor2: 3
o211ai: 3
o21ai: 3
xnor2: 2
critical path: stages:
cell           delay (ns)
buf_12               0.11
inv_12               0.04
ha_4                 0.15
inv_4                0.05
ha_4                 0.17
or2_4                0.26
buf_4                0.13
a31oi_1              0.20
o211ai_1             0.13
buf_4                0.17
a31oi_4              0.13
a21oi_1              0.05
dlygate4sd2_1        0.24
logic make-up (layout without fill, tap and decap cells):
kind of cell / count (synthesis) / in the layout / share of synthesized area [%]
AND-OR/OR-AND: 16 / 16 / 31.3
adder cells (fa/ha/maj): 5 / 5 / 17.2
multiplexers: 1 / 1 / 2.75
other: 1 / 1 / 1.03
XOR/XNOR: 3 / 3 / 9.28
AND/OR/NAND/NOR: 19 / 19 / 28.2
buffers and inverters: 8 / 38 / 10.3
per-stage QoR:
stage | total power, mW | utilization, % | TNS [ns] | area [µm²] | hold slack [ns]
after global routing | 0.225 | 24.0 | -2.23 | 821 | 0.920
after detailed placement | 0.181 | 21.1 | -6.24 | 721 | 0.920
after CTS | 0.184 | 22.2 | -2.18 | 757 | 0.920
after floorplan | 0.0904 | - | -0.122 | 444 | 0.943
after global placement | 0.179 | 21.1 | -6.09 | 721 | 0.920
final | 0.204 | 24.0 | -1.72 | 821 | 0.920
per-layer routing:
layer	part of all wire (%)	vias up	GRT usage [%]	routed length [µm]
met3	6.3	0	0.568	72
met1	46	227	4.23	527
met4	0	0	0	0
met2	47	9	6.18	538
met5	0	-	0	0
li1	-	248	-	-
what timing repair did:
| action | in CTS | in global routing |
|---|---|---|
| endpoints found under the setup margin | 6 | 6 |
| pin swaps | 8 | 7 |
| gates cloned | 0 | 0 |
| gates resized | 29 | 18 |
| hold buffers | 0 | 0 |
| buffers inserted | 4 | 2 |
power by group:
| group | internal, mW | switching [mW] | total, mW |
|---|---|---|---|
| clock | 0 | 0 | 0 |
| sequential | 0 | 0 | 0 |
| combinational | 0.121 | 0.0833 | 0.204 |
placed cells by master, fill, tap and decap left out, types with 3 or more instances in the layout:
cell / netlist / final
buf_2: 0 / 4
buf_4: 2 / 19
buf_6: 0 / 3
clkdlybuf4s50_1: 0 / 3
ha_4: 0 / 3
nand2_1: 6 / 5
o211ai_1: 3 / 3
Power figures rest on the tool's default switching activity, not on a simulated workload.
