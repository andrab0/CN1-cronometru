`flow/design.v`:
```
`timescale 1ns / 1ps
module numarator(valoare_bin, carry_out, clk_out, reset, pauza);
input clk_out, reset, pauza;
output [5:0]valoare_bin;
output carry_out;
reg carry_out;
reg [5:0]valoare_bin;
always @(posedge clk_out,posedge reset)
    begin
       if(reset) begin
           valoare_bin = 6'b000000;
           carry_out = 0;
           end
       else begin
         if(~pauza)
               begin
                valoare_bin = valoare_bin + 1;
                carry_out = 0;
                if(valoare_bin > 59)
                    begin
                        valoare_bin = 6'b000000;
                        carry_out = 1'b1;
                    end
                end
           end      
    end
endmodule
```
`flow/run.sh`:
```
#!/bin/bash
# OpenROAD 26Q1-2900-gdf79404cd8, Yosys 0.63+post, stock flow scripts
make -C /OpenROAD-flow-scripts/flow DESIGN_CONFIG=/design/flow/config.mk WORK_HOME=/design/flow/orfs finish
```
`flow/config.mk`:
```
export PLATFORM = sky130hd
export DESIGN_NAME = numarator
export DESIGN_NICKNAME = numarator
export VERILOG_FILES = /design/flow/design.v
export SDC_FILE = /design/flow/constraint.sdc
export NUM_CORES = 4
export LEC_CHECK = 1
export CORE_AREA = 10 10 70 70
export DIE_AREA = 0 0 80 80
```
`flow/constraint.sdc`:
```
current_design numarator

set clk_period 3.2
set clk_io_pct 0.2

create_clock -name clk0 -period $clk_period [get_ports {clk_out}]

set non_clock_inputs [all_inputs -no_clocks]
set_input_delay [expr $clk_period * $clk_io_pct] -clock clk0 $non_clock_inputs
set_output_delay [expr $clk_period * $clk_io_pct] -clock clk0 [all_outputs]
```
==> CHANGELOG.md <==
### Metrics

- Final instance area: 674.4 um^2
- Top Metal Used: met4
- Worst-Margin Slew: a little under 500 ps
- Post-route met1 wirelength: 657 um
- RSZ-0062 raised after global routing: false
- Switching share of power: a little over two fifths
- Tot GR Track Use: under 10%
- Top_reg_cell synth: dfrtp_1
- Vias in the first global route: 468
- Ranking of synthesized cells by area: dfrtp_1 33%, a221oi_1 5.0%, ha_1 4.8%, a31oi_1 3.6%, nor2_1 3.6%
- Ant. Diodes: 0
- Fill cell count: between 300 and 400
- Worst setup path startpoint: valoare_bin[3]$_DFFE_PP0N_
- Post-route minimum period: approximately 2100 ps
- Via density: between 4 and 5
- Clock power frac: a little under an eighth
- H-tree depth: 1
- Layout cells sized above 1: between 10% and 20%
- Dpl ws: between 1000 and 1500 ps
- Worst IR Drop VDD: 348.2 uV
- Ys cells: 59
- Seq share, synth: about a third
- Fp_density: about 15%
- Crit Path Max Fanout: 16
- Vias after detailed routing: 495
- Worst Path Required: 2560 ps
- Hpwl dp: around 950 um
- Tool warnings: 27
- Final std cells w/o fill: about 110
- Hold Crit Class: flip-flop to flip-flop
- Routed Antenna Nets: 0
- FF-to-FF End: valoare_bin[0]$_DFFE_PP0N_
- HP Start: carry_out$_DFFE_PP0N_
- CP cell instances: clkdlybuf4s50_1
- Area grow syn2layout: 28.33%
- WL final: 1251 um
- Worst slew margin: roughly two thirds
- CTS tree: yes
- Die width: 80 um
- Comb pwr share: between 50% and 60%
- Max-cap violation count: 0
- Wire per inst: approximately 11 um
- EDFF count, synth: 0
- Routed wl met2: about 480 um
- Root Buffer: clkbuf_4
- Hold buffers post-CTS: 0
- Final Hold Viols: 0
- 1st-iter DRT viols: 11
- I/O Buffers: 9
- Post-DP Area: about 650 um^2
- Lkg Pwr: about 0.00027 uW
- Final setup fails: 0
- Met3 WL: 90 um
- FF-to-FF path depth: 4
- Cycle use final: approximately 66%
- # rows: 21
- Core area: between 3000 and 4000 um^2
- Worst hold path depth: 2
- # resized after CTS: 0
- Seq pwr share: between 30 and 40%
- Yosys warning count: 1
- Crit path buf inv count: 1
- Area reported by Yosys stat: 525.5 um^2
- Initial antenna violation count: 0
- Most common cell in the netlist: dfrtp_1
- Global-route wire length before repair: 2270 um
- Clock skew: approximately 2.1 ps
- Cell Int Power: 384.0 uW
- Routability Congestion: about 0.8
- Critical path's top delay family: flip-flops
- Net switching power: 284.2 uW
- Post-route worst setup slack: 1095 ps
- Top cell area share: approximately 33%
- PD cells: between 900 and 1000 nW/um^2
- Slack of the worst reg-to-reg path: 1380 ps
- Fmax: between 400 and 500 MHz
- Outcome: complete, no violations
- Post-synth top area cell: dfrtp_1
- R2R Path Start: valoare_bin[0]$_DFFE_PP0N_
- Startpoint type of the worst setup path: flip-flop
- Slew Limit Fails: 0
- Setup TNS: 0 ps
- Synth unique cells: 34
- Worst path max stage delay: around 640 ps
- Clock tree buffer depth: 2
- Inst Count DP: 110
- Post-synth top cells: 7 x dfrtp_1, 5 x nor2_1, 4 x inv_1
- CP max stage cell: dfrtp_1
- Final Core Density: between 10% and 20%
- Total CTS buffers: 3
- # IOs: 10
- Number of synthesized register bits: 7
- Post-CTS Setup Repair Bufs: 0
- DRC violations left: 0
- CP arrival: roughly 1500 ps
- Sink Count: 7
- Synth Cell Area: 525.5 um^2
- DR pass1 iterations: 4
- Kind of end point of the critical path: primary output
- Die H: ~80 um
- Latency at later pin: 240 ps
- Clock-pin slew on the worst setup and hold paths: ~50 ps
- Largest net degree at the start of global routing: 17
- WS Path Type: flip-flop to primary output
- Die ar.: 6400 um^2
- Sink of the worst hold path: carry_out$_DFFE_PP0N_
- Synthesized area per cell: 8.907 um^2
- Synth async-reset ratio: approximately 100%
- GRT Residual Overflow: 0
- Synth Instances: roughly 59
registers in the layout, indices dropped and copies added (netlist names):
signal / count
valoare_bin: 6
carry_out: 1
per-layer routing:
| layer | vias up | global-route usage [%] |
|---|---|---|
| met5 | - | 0 |
| met4 | 0 | 0.8803 |
| met3 | 2 | 1.705 |
| met2 | 16 | 5.217 |
| met1 | 235 | 6.271 |
| li1 | 242 | - |
worst max-delay path by stage:
stage	depth (start not counted)	slack [ps]	end
finish	1	1090	valoare_bin[3]
CTS	1	1100	valoare_bin[3]
global route	1	1020	valoare_bin[3]
power by group through the flow:
stage / Clock, uW / Combinational [uW] / Sequential, uW
after CTS: 79.7 / 363 / 228
after global routing: 88.2 / 408 / 244
final: 76.2 / 361 / 231
placed cells by master, fill, tap and decap left out, types with 2 or more instances in the layout:
master | netlist | routed
inv_1 | 4 | 4
clkdlybuf4s50_1 | 0 | 9
nor2_1 | 5 | 5
nor3_1 | 2 | 2
a31oi_1 | 3 | 3
a221oi_1 | 3 | 3
nand2_1 | 3 | 3
nand3_1 | 3 | 3
clkbuf_4 | 0 | 3
dfrtp_1 | 7 | 7
ha_1 | 2 | 2
and3b_1 | 2 | 2
per-stage QoR:
| step | hold WS (ps) | total power, uW |
|---|---|---|
| 6_report | 581.4 | 668.2 |
| 5_1_grt | 606.6 | 739.9 |
| 4_1_cts | 584.1 | 670.3 |
| 3_5_place_dp | 570.5 | 588.0 |
| 3_3_place_gp | 579.2 | 588.4 |
| 2_1_floorplan | 443.4 | 457.5 |
cell families (layout without fill, tap and decap cells):
group / count (synthesis) / count (layout) / synth area share (%)
adders and majority gates: 2 / 2 / 4.761
buffers and inverters: 8 / 17 / 7.617
AOI/OAI and AO/OA: 20 / 20 / 30.00
DFF: 7 / 7 / 33.33
and+or+nand+nor: 22 / 22 / 24.29
worst register-to-register path: cells and delay by family, from the launching register on:
kind / cells / cell delay [ps]
DFF: 1 / 510
and+or+nand+nor: 1 / 260
AOI/OAI and AO/OA: 2 / 490
adders and majority gates: 1 / 490
area by class of cell:
class	count	area [um^2]	share of cell area (%)
Sequential cell	7	175.2	25.97
Timing Repair Buffer	9	90.09	13.36
Clock buffer	4	26.28	3.896
Multi-Input combinational cell	44	310.3	46.01
Tap cell	46	57.56	8.534
Inverter	4	15.01	2.226
Power figures rest on the tool's default switching activity, not on a simulated workload.
